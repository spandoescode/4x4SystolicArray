<file path="constraint.sdc">
current_design output_mem_fi

set clk_period 3.7
set clk_io_pct 0.2

create_clock -name clk0 -period $clk_period [get_ports {clk}]

set non_clock_inputs [all_inputs -no_clocks]
set_input_delay [expr $clk_period * $clk_io_pct] -clock clk0 $non_clock_inputs
set_output_delay [expr $clk_period * $clk_io_pct] -clock clk0 [all_outputs]
</file>
<file path="run.sh">
#!/bin/bash
# OpenROAD 26Q1-2900-gdf79404cd8, Yosys 0.63+post, stock flow scripts
make -C /OpenROAD-flow-scripts/flow DESIGN_CONFIG=/design/flow/config.mk WORK_HOME=/design/flow/orfs finish
</file>
<file path="design.v">
module output_mem_fi (
    clk, rst, read_addr, read_data, w_en, c00, c01, c02, c03, c10, c11, c12, c13, c20, c21, c22, c23, c30, c31, c32, c33
);
    input clk;
    input rst;
    input w_en;
    input [4:0] read_addr;  
    input [15:0] c00, c01, c02, c03, c10, c11, c12, c13, c20, c21, c22, c23, c30, c31, c32, c33;  
    output reg [15:0] read_data;
    reg [15:0] output_mem [16:0];
    always @(posedge clk ) begin
        read_data <= output_mem[read_addr];
        if (w_en) begin 
            output_mem[0] <= c00;
            output_mem[1] <= c01;
            output_mem[2] <= c02;
            output_mem[3] <= c03;
            output_mem[4] <= c10;
            output_mem[5] <= c11;
            output_mem[6] <= c12;
            output_mem[7] <= c13;
            output_mem[8] <= c20;
            output_mem[9] <= c21;
            output_mem[10] <= c22;
            output_mem[11] <= c23;
            output_mem[12] <= c30;
            output_mem[13] <= c31;
            output_mem[14] <= c32;
            output_mem[15] <= c33;
        end
    end
endmodule
</file>
<file path="config.mk">
export PLATFORM = sky130hd
export DESIGN_NAME = output_mem_fi
export DESIGN_NICKNAME = output_mem_fi
export VERILOG_FILES = /design/flow/design.v
export SDC_FILE = /design/flow/constraint.sdc
export NUM_CORES = 4
export LEC_CHECK = 1
export CORE_UTILIZATION = 50
</file>
==> flow_summary.toml <==
# implementation run metrics
[critical_path]
crit_required_ns = 4.15
worst-endpoint-arrival_ns = 3.13
startpoint_type = "primary input"
worstSetupEndpointType = "register"
crit_type = "primary input to register"
timing.critical_path.fanout_max = 16
r2r_cells = 5

[power]
p_clk_share_pct = 37.8
powerDensity_mw_per_mm2 = 492
cell_internal_pwr_mw = 5.55
power_frac_comb_pct = 8.6
total_leakage_power_nw = 4.82
sequentialPowerShare_pct = 53.5
p_sw_mw = 1.39
switching_share_of_total_power_pct = 20.0
vdd.ir_drop.worst_mv = 0.372

[routing]
routed_wire_length_per_instance_um = 20.7
via_per_inst = 5.45
count_of_nets_left_with_antenna_violations_after_detail_routing = 0
wirelength_um = 24000
routed-via-count = 6318
post-route-drc-count = 0
detail_route.iter0.violations = 302
dr.pass1.iters = 5

[grt]
grt_use_total_pct = 25.3
grt_use_met2_pct = 36.1
number_of_antenna_violations_at_the_first_check_in_global_routing = 3
via_count_of_the_first_global_routing_pass = 6593
maximum_number_of_pins_on_one_net_before_global_route_repair = 106
first_pass_grt_wire_length_um = 34800
grt_remaining_overflow = 0
top_usage_layer = "met1"
m3_gr_usage_pct = 13.8
grtUsageMet1_pct = 36.9

[timing]
timing.slew.headroom_pct = 42.3
worstMarginPinSlew_ns = 0.866
period_used_pct = 72.6
hold_violations = 0
finClkSkew_ns = 0.0160
timing.final.crit_period_ns = 2.68
final_max_slew_viol_count = 0
totalNegativeSetupSlack_ns = 0
whs_ns = 0.472
unrepaired_setup_endpoints_after_global_routing = "no"
max_freq_mhz = 372
final-setup-viol-count = 0

[placement]
place.detailed.hpwl_um = 17400
port-buffer-count = 278
gp_congestion = 0.872

[cts]
latency_at_later_pin_ns = 0.54
cts.repair_timing.setup_buffer_count = 0
cts-hold-fix-buffers = 0
total_cts_buffers = 28
clock_tree.buffer_depth = 3
numClockSinks = 272
cts_root_buf = "sky130_fd_sc_hd__clkbuf_16"
cts_max_level = 1
cts-resized-gates = 0
cts_tree = "done"
clkTransAtPathRegs_ns = 0.06

[synth]
area_leaders = "sky130_fd_sc_hd__edfxtp_1 76%, sky130_fd_sc_hd__dfxtp_1 3.2%, sky130_fd_sc_hd__a22oi_1 2.2%"
synth_largest_type_area_fraction_pct = 75.7
top_cell = "sky130_fd_sc_hd__edfxtp_1"
synthTopCellsByCount = "256 x sky130_fd_sc_hd__edfxtp_1, 30 x sky130_fd_sc_hd__a22oi_1, 26 x sky130_fd_sc_hd__nor2_1, 24 x sky130_fd_sc_hd__nand2_1, 19 x sky130_fd_sc_hd__a221oi_1"
synth.cell_area_mm2 = 0.0102
synth_seq_share_pct = 78.9
synth-edff-count = 256
flop_cell = "sky130_fd_sc_hd__edfxtp_1"
distinct_cells_synth = 51
synth-seq-cells = 272
yosys-stat-area_mm2 = 0.0102
netlist.top_cell.by_area = "sky130_fd_sc_hd__edfxtp_1"
avgSynthCellArea_um2 = 17.4
yosys_warnings = 18
yosys_stat_cell_total = 582
ys_async_sr_fraction_pct = 0
synthCells = 582

[status]
outcome = "finished clean"

[floorplanning]
die-area_mm2 = 0.0209
placeableCoreArea_mm2 = 0.0197
ports_placed_on_the_boundary = 280
row_count = 51
die.size.y_um = 144
die_w_um = 144
fp_util_pct = 51.6

[flow_run]
cap_viol_max_count = 0
tool_warnings = 30

[min_path]
min_path_type = "register to register"
whs_path_depth = 1

[cells_and_area]
post_route_cells_drive_above_1_share_pct = 9.99
area_growth_from_synthesis_to_layout_pct = 38.8
kinds of logic (layout without fill, tap and decap cells):
kind of cell / count (synthesis) / after routing / share of synthesized area, %
flip-flops: 272 / 272 / 78.9
AND-OR/OR-AND: 147 / 147 / 11.4
AND/OR/NAND/NOR: 98 / 98 / 5.20
buffers and inverters: 42 / 351 / 2.08
multiplexers: 23 / 23 / 2.47
other: 0 / 3 / 0
state kept, by name (all words and copies together) (netlist names):
register / cells
read_data: 16
output_mem: 256
critical path, stage by stage:
cell and delay, ns:
sky130_fd_sc_hd__clkdlybuf4s50_1 0.64, sky130_fd_sc_hd__nor2_2 0.78, sky130_fd_sc_hd__and3_1 0.52, sky130_fd_sc_hd__a221o_1 0.22, sky130_fd_sc_hd__nor3_1 0.08, sky130_fd_sc_hd__a31oi_1 0.15
area by class of cell:
type	count	area (um2)
fillers	1289	5560
clock inverters	9	43.8
inverters	5	18.8
flip-flops and latches	272	8010
repair buffers	294	2920
diodes	3	7.51
well taps	265	332
multi-input cells	268	1940
clock buffers	43	828
path summary, 6_finish.rpt:
check	start	endpoint	slack, ns
min	output_mem[0][15]$_DFFE_PP_	read_data[15]$_DFF_P_	0.47
max reg2reg	output_mem[2][12]$_DFFE_PP_	read_data[12]$_DFF_P_	2.14
max	read_addr[1]	read_data[12]$_DFF_P_	1.02
min reg2reg	output_mem[0][15]$_DFFE_PP_	read_data[15]$_DFF_P_	0.47
cell usage in the layout, fill, tap and decap left out, types with 7 or more instances in the layout:
cell type	count
sky130_fd_sc_hd__a21oi_1	15
sky130_fd_sc_hd__a221o_1	10
sky130_fd_sc_hd__a31oi_1	12
sky130_fd_sc_hd__clkdlybuf4s50_1	276
sky130_fd_sc_hd__mux2_2	14
sky130_fd_sc_hd__mux2i_1	7
sky130_fd_sc_hd__clkbuf_1	9
sky130_fd_sc_hd__clkbuf_16	29
sky130_fd_sc_hd__edfxtp_1	256
sky130_fd_sc_hd__a32oi_1	11
sky130_fd_sc_hd__a221oi_1	19
sky130_fd_sc_hd__nand2_1	24
sky130_fd_sc_hd__a22oi_1	30
sky130_fd_sc_hd__o21ai_0	11
sky130_fd_sc_hd__nor2_1	25
sky130_fd_sc_hd__nor3_1	13
sky130_fd_sc_hd__buf_4	15
sky130_fd_sc_hd__dfxtp_1	16
sky130_fd_sc_hd__a22o_1	10
power by group through the flow:
stage / registers [mW] / clock network, mW / logic [mW]
after global routing: 3.73 / 2.78 / 0.646
after CTS: 3.71 / 2.66 / 0.605
final: 3.71 / 2.62 / 0.599
per-layer routing:
metal	routed length [um]	share of wire (%)	vias up
met3	3400	14	47
met1	8810	37	2994
met5	11	0.046	-
met2	11100	46	307
li1	-	-	2968
met4	639	2.7	2
per-stage QoR:
step / utilization (%) / std cells / instance area (um2) / total power, mW / setup WS, ns
3_5_place_dp: 67.2 / 1104 / 13200 / 4.38 / 0.492
3_3_place_gp: 67.2 / 1104 / 13200 / 4.36 / 0.583
2_1_floorplan: - / 582 / 10200 / 3.92 / 1.61
4_1_cts: 71.7 / 1156 / 14100 / 6.98 / 1.04
6_report: 71.7 / 1159 / 14100 / 6.93 / 1.02
5_1_grt: 71.7 / 1157 / 14100 / 7.16 / 0.844
No activity file was given, so power comes from the tool's default toggle rates.
