### design/flow/config.mk
export PLATFORM = sky130hd
export DESIGN_NAME = output_mem
export DESIGN_NICKNAME = output_mem
export VERILOG_FILES = /design/flow/design.v
export SDC_FILE = /design/flow/constraint.sdc
export NUM_CORES = 4
export LEC_CHECK = 1
export CORE_AREA = 10 10 350 350
export DIE_AREA = 0 0 360 360
### design/flow/constraint.sdc
current_design output_mem

set clk_period 6.6
set clk_io_pct 0.2

create_clock -name clk0 -period $clk_period [get_ports {clk}]

set non_clock_inputs [all_inputs -no_clocks]
set_input_delay [expr $clk_period * $clk_io_pct] -clock clk0 $non_clock_inputs
set_output_delay [expr $clk_period * $clk_io_pct] -clock clk0 [all_outputs]
### design/flow/design.v
module output_mem (
    clk, rst, read_addr, read_data, w_en, c00, c01, c02, c03, c10, c11, c12, c13, c20, c21, c22, c23, c30, c31, c32, c33
);
    input clk;
    input rst;
    input w_en;
    input [3:0] read_addr;  
    input [32:0] c00, c01, c02, c03, c10, c11, c12, c13, c20, c21, c22, c23, c30, c31, c32, c33;  
    output reg [32:0] read_data;
    reg [32:0] output_mem [15:0];
    always @(posedge clk ) begin
        read_data <= output_mem[read_addr];
        if (w_en) begin 
            output_mem[0] <= c00;
            output_mem[1] <= c01;
            output_mem[2] <= c02;
            output_mem[3] <= c03;
            output_mem[4] <= c10;
            output_mem[5] <= c11;
            output_mem[6] <= c12;
            output_mem[7] <= c13;
            output_mem[8] <= c20;
            output_mem[9] <= c21;
            output_mem[10] <= c22;
            output_mem[11] <= c23;
            output_mem[12] <= c30;
            output_mem[13] <= c31;
            output_mem[14] <= c32;
            output_mem[15] <= c33;
        end
    end
endmodule
### design/flow/run.sh
#!/bin/bash
# OpenROAD 26Q1-2900-gdf79404cd8, Yosys 0.63+post, stock flow scripts
make -C /OpenROAD-flow-scripts/flow DESIGN_CONFIG=/design/flow/config.mk WORK_HOME=/design/flow/orfs finish
==> results.txt <==
Summary of the current implementation state.

- Entering global routing, the biggest net connects approximately 120 pins.
- Counting only logic cells after layout, the most numerous master is sky130_fd_sc_hd__clkdlybuf4s50_1.
- The kind of launch point of the worst setup path is an input port, for reference.
- The synthesized netlist handed to floorplanning was reported with a cell count of between 1,000 and 1,500.
- The netlist uses 46 different library cells.
- The CTS report gives the tree buffer count as 66.
- The reg-to-reg setup timing slack is slightly below 5 ns, for reference.
- The critical path is of the in -> reg type.
- The number of global-route vias before repair is ~14,000, for reference.
- Per the post-route antenna check, the number of violating nets is 0.
- The violation count after the first detailed-route iteration is between 900 and 1,000, for reference.
- The flow ran to the end, and the final reports show no timing, DRC or antenna violations.
- Looking at the reg2reg group, the worst path ends at read_data[11].
- The slew check shows that the tightest pin keeps a relative margin of 0.4173.
- The tally of yosys warning messages is 2, for reference.
- The number of cells traversed by the worst hold path is 2, for reference.
- The initial antenna violation count is between 40 and 50.
- The post-detailed-route DRC marker count is 0, for reference.
- After layout, the setup clock skew is reported as roughly 0.027 ns.
- By instance count, the cell type seen most on the critical path is sky130_fd_sc_hd__buf_4.
- The power per unit of standard cell area is about 290 nW/um2, for reference.
- From the final report, the count of setup violators was given as 0.
- The longest incremental delay of any stage on the critical path is reported as 0.59 ns.
- The number of detailed-route iterations in the first pass is 5, for reference.
- The number of maximum-capacitance violations recorded for the run is 0.
- A synthesized cell averages ~17 um2.
- The number of hold-repair buffers added at the cts stage is 0, for reference.
- The post-synth tally of flip-flops with integrated enable is 528, for reference.
- The floorplan core area is 114,500 um2, for reference.
- The average wire per cell in the routed design is 25.70 um, for reference.
- The CTS log lists the clock sinks for this run as around 560.
- The CTS tree is done, for reference.
- Looking at the critical path, the highest net fanout was 30.
- Following the worst setup path forward leads to its endpoint at read_data[13].
- In the synthesized netlist the dominant register cell turns out to be sky130_fd_sc_hd__edfxtp_1.
- The starting density of the core is 0.1795, for reference.
- The final timing summary puts the cycle share of the worst path at 0.5377.
- The number of setup buffers added after CTS is 0, for reference.
- The capturing element type of the critical path is a flip-flop, for reference.
- The report lists the cells along the critical path as buf_4 -> buf_4 -> nand2b_2 -> buf_4 -> o22ai_1 -> nor4_1 -> nor2_1.
- Summed over all failing endpoints, the final setup total negative slack is 0 ns.
- Pin placement for this block handled between 500 and 600 I/O pins.
- The maximum buffer depth of the clock tree is 3, for reference.
- Per the detail_route report, vias per standard cell equal 4.016.
- The worst register-to-register path has a depth of 5.
- The actual slew at the worst max-slew pin is about 0.87 ns, for reference.
- Detailed routing inserted a total of 13,560 vias.
- The source-to-sink clock delay at the later pin of the worst-skew pair is 0.63 ns, for reference.
- The post-synth design cell area is roughly 20,000 um2, for reference.
- The die is around 360 um wide.
- The leakage component of the power was reported as ~10 nW.
- The startpoint of the most critical hold path is output_mem[0][24], for reference.
- The first-pass GRT wire length is roughly 120,000 um, for reference.
- The flow measured a signed area growth from synthesis to layout of 48.29%.
- The share of flip-flops with an asynchronous set or reset after synthesis is 0, for reference.
- The cell with the largest stage delay on the worst path is sky130_fd_sc_hd__nand2b_2, for reference.
- The die span in y is about 360 um, for reference.
- Per the final timing report, the hold violations number 0.
- The cell sitting at the root of the clock tree is a sky130_fd_sc_hd__clkbuf_16.
- The beginning of the worst register-to-register path is output_mem[1][11], for reference.
- The post-layout minimum cycle time is around 3.5 ns, for reference.
- For this run, the register share of the synthesized area comes to 0.8035.
- Once layout is done, the placed cells without fillers occupy ~30,000 um2.
- The global placer's final weighted congestion is between 0.8 and 0.9, for reference.
- The global-route usage over all layers is 0.1337, for reference.
- Per the cell usage report, the commonest logic cells after layout are sky130_fd_sc_hd__clkdlybuf4s50_1, sky130_fd_sc_hd__edfxtp_1, sky130_fd_sc_hd__a22oi_1.
- Pins over their slew limit in the final report were tallied at 0.
- Detailed placement reports a standard cell area of between 20,000 and 30,000 um2.
- Data on the critical path arrives at its endpoint at a little over 4 ns.
- The class of the tightest hold or removal check is reg -> reg, for reference.
- IR analysis of the VDD net gives a maximum drop of between 0.2 and 0.25 mV.
- The chip occupies ~130,000 um2.
- The fraction of final layout cells sized beyond drive strength 1 is 0.09229, for reference.
- The fmax is between 200 and 300 MHz, for reference.
- The worst setup path startpoint is read_addr[2], for reference.
- The required time at the endpoint of the critical path is roughly 7.1 ns, for reference.
- For reference, the clock transition at the flip-flops on the worst setup and hold paths is roughly 0.06 ns.
- The flip-flop and latch count after synthesis is ~560, for reference.
- The clock tree synthesis step divided the H-tree into 3 levels.
- For this design, Yosys synthesis ends with a cell count of 1,187.
- Wires add up to 86,760 um.
- The count of input and output buffers is ~570, for reference.
- The report lists the number of standard-cell rows as 124.
- The tool warning count for the run is 32.
- The wire-length estimate of the detail-placed layout is 64,440 um.
- For this run the aggregate overflow at the end of global routing stands at 0.
- The number of gates resized after CTS was 0.
- According to the Yosys statistics, the synthesized design has a chip area of ~21,000 um2.
- Setup repair after global routing left no endpoint under its margin.
[metal layers]
layer / share of wire / global-route usage
met1: 0.39 / 0.1672
met2: 0.47 / 0.2081
met3: 0.11 / 0.06676
met4: 0.027 / 0.03431
met5: 0.0029 / 0
[worst min-delay path by stage]
stage / end
CTS: read_data[7]
global route: read_data[24]
finish: read_data[24]
[registers in the layout, summed over array words and instances, names as in the netlist]
name	cells
output_mem	528
read_data	33
[cells by family (layout without fill, tap and decap cells)]
logic type	count (synthesis)	count (layout)	synth area share
flops	561	561	0.8035
compound gates	365	365	0.1295
simple gates	161	161	0.03981
buf+inv	81	736	0.01796
mux	19	19	0.009313
other cells	0	22	0
[Yosys cell counts, types with 9 or more instances]
master	instances	share of area
sky130_fd_sc_hd__a21oi_1	39	0.0095
sky130_fd_sc_hd__a22o_1	21	0.0089
sky130_fd_sc_hd__a22oi_1	170	0.062
sky130_fd_sc_hd__a31oi_1	11	0.0033
sky130_fd_sc_hd__a32o_1	9	0.0044
sky130_fd_sc_hd__buf_2	28	0.0068
sky130_fd_sc_hd__clkbuf_1	38	0.0069
sky130_fd_sc_hd__dfxtp_1	33	0.032
sky130_fd_sc_hd__edfxtp_1	528	0.77
sky130_fd_sc_hd__mux2i_1	18	0.0088
sky130_fd_sc_hd__nand2_1	12	0.0022
sky130_fd_sc_hd__nand2b_1	24	0.0073
sky130_fd_sc_hd__nor2_1	74	0.014
sky130_fd_sc_hd__nor4_1	22	0.0067
sky130_fd_sc_hd__o21ai_0	13	0.0032
sky130_fd_sc_hd__o22ai_1	46	0.014
sky130_fd_sc_hd__o2bb2ai_1	33	0.014
[per-stage QoR]
step	setup WS (ns)	hold WS, ns	std cells	power (mW)	utilization
3_3_place_gp	2.327	0.4490	3233	5.249	0.2467
6_report	3.051	0.4543	3376	8.778	0.2662
3_5_place_dp	2.333	0.4453	3233	5.257	0.2467
5_1_grt	2.828	0.4876	3361	9.111	0.2659
2_1_floorplan	3.946	0.4329	1187	4.559	-
4_1_cts	3.010	0.4609	3354	8.920	0.2657
[critical path: cells and delay by family]
family / cells / cell delay [ns]
AND/OR/NAND/NOR: 3 / 1.04
AND-OR/OR-AND: 1 / 0.35
buffers and inverters: 3 / 1.28
[power by group]
| part | switching [mW] | internal, mW | total, mW | leakage, nW |
|---|---|---|---|---|
| sequential | 0.0900 | 4.22 | 4.31 | 5.45 |
| clock | 1.49 | 2.13 | 3.62 | 1.05 |
| combinational | 0.390 | 0.457 | 0.847 | 3.55 |
| total | 1.97 | 6.81 | 8.78 | 10.0 |
[final cells by class]
cell class              instances  area, um2
multi-input cells             545       3777
clock buffers                  94       1879
well taps                    1512       1892
flip-flops and latches        561      16520
diodes                         22      55.05
repair buffers                613       6050
clock inverters                27      305.3
inverters                       2      7.507
fillers                     11540      84020
No activity file was given, so power comes from the tool's default toggle rates.
