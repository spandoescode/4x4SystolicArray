<file path="design/flow/design.v">
module PE (
    clk, en, rst, A, B, A_out, B_out, C_out
);
    input clk;
    input en; 
    input rst;
    input wire [15:0] A;
    input wire [15:0] B;
    output reg [15:0] A_out;
    output reg [15:0] B_out;
    output reg [32:0] C_out;  
    reg [32:0] out_mem;
    initial begin 
        A_out <= 16'd0;
        B_out <= 16'd0;
        C_out <= 33'd0;
        out_mem <= 33'd0;
    end
    always @(posedge clk ) begin
        if (rst) begin
            A_out <= 16'd0;
            B_out <= 16'd0;
            C_out <= 33'd0;
            out_mem <= 33'd0; 
        end else if (en) begin 
            out_mem <= (A * B) + out_mem;
            A_out <= A;
            B_out <= B;
            C_out <= out_mem;
        end
    end
endmodule
</file>
<file path="design/flow/run.sh">
#!/bin/bash
# OpenROAD 26Q1-2900-gdf79404cd8, Yosys 0.63+post, stock flow scripts
make -C /OpenROAD-flow-scripts/flow DESIGN_CONFIG=/design/flow/config.mk WORK_HOME=/design/flow/orfs finish
</file>
<file path="design/flow/config.mk">
export PLATFORM = sky130hd
export DESIGN_NAME = PE
export DESIGN_NICKNAME = PE
export VERILOG_FILES = /design/flow/design.v
export SDC_FILE = /design/flow/constraint.sdc
export NUM_CORES = 4
export LEC_CHECK = 1
export CORE_UTILIZATION = 30
</file>
<file path="design/flow/constraint.sdc">
current_design PE

set clk_period 17.5
set clk_io_pct 0.2

create_clock -name clk0 -period $clk_period [get_ports {clk}]

set non_clock_inputs [all_inputs -no_clocks]
set_input_delay [expr $clk_period * $clk_io_pct] -clock clk0 $non_clock_inputs
set_output_delay [expr $clk_period * $clk_io_pct] -clock clk0 [all_outputs]
</file>
==> impl_metrics.yaml <==
# synthesis and place-and-route metrics
outcome:
  status: "completed"
detailed_routing:
  firstDrtPassIters: 5
  drc_errors: 0
  viasPerCell: 4.54
  wl_met2_mm: 16.3
  wirelength_mm: 33.5
  vias: 9707
  top_layer: "met4"
  n_antenna_cell: 0
  first_iter_violations: 377
  wl_met3_mm: 1.97
  antenna_left: 0
  wl_met1_mm: 14.5
  wire_per_inst_um: 15.6
critical_path:
  crit_chain: "clkdlybuf4s50_1 > and2_1 > fa_1 > inv_1 > fa_1 > inv_1 > fa_1 > fa_1 > fa_1 > inv_1 > fa_1 > inv_1 > ha_1 > and2_1 > nand3_1 > or3_1 > o22ai_1 > o21ai_1 > o311ai_1"
  cp_data_required_time_ns: 17.78
  reg2reg_depth: 16
  crit_type: "in2reg"
  worstSetupStartpoint: "A[5]"
  worstPathMaxFanout: 17
  start_kind: "input pin"
  r2r_end: "out_mem[27]$_SDFFE_PP0P_"
  crit_path_end_kind: "register"
  rrSetupSlack_ns: 12.59
  timing.rr.start: "out_mem[8]$_SDFFE_PP0P_"
  critPathArrivalTime_ns: 10.12
  slowest_stage: "clkdlybuf4s50_1"
  cpMostUsedCell: "fa_1"
  cpPeakStageDelay_ns: 0.88
  crit_end: "out_mem[30]$_SDFFE_PP0P_"
logic_synthesis:
  yosysSeqAreaShare_pct: 14.8
  xor_share_pct: 1.12
  synthTopCellsByCount: "inv_1 (335), fa_1 (226), nand2_1 (172)"
  numSynthFlops: 98
  ys_cells: 1494
  synthDistinctLibCells: 59
  top_cells_by_area: "fa_1 (34%), dfxtp_1 (15%), ha_1 (9.8%)"
  synthAdderAreaFrac_pct: 43.9
  ys_sh_aoi_pct: 6.24
  syn_area_sq_um: 13300
  ys_sh_mux_pct: 6.43
  top_cell_area_share_pct: 34.1
  synth_cells: 1494
  synth_top_cell_by_area: "fa_1"
  ys_chip_area_sq_um: 13300
  async_flop_share_pct: 0
  synthTopLogicFamily: "adder cells"
  syn_avg_cell_area_sq_um: 8.87
  ys_sh_simple_pct: 16.1
  edf_count: 0
  ys_warn_count: 1
  ff_type: "dfxtp_1"
  yosys.cell_count.top_type: "inv_1"
final_timing:
  min_period_ns: 9.85
  max_freq_ghz: 0.102
  worst_pin_slew_ns: 0.892
  fin_tns_setup_ns: 0
  hold_viol_final: 0
  holdWs_ns: 0.496
  final-setup-viol-count: 0
  relSlewSlack_pct: 40.3
  period_used_pct: 56.3
  final_max_slew_viol_count: 0
  final.setup.worst_slack_ns: 7.65
  fin_skew_ns: 0.00849
  rsz0062_at_grt: "false"
clock_network:
  clockBufferDepth: 2
  h-tree-depth: 3
  clk_latency_ns: 0.38
  cts_setup_buffers: 0
  cts.repair.resized: 0
  clock_sinks: 98
  cts_tree: "built"
  cts-root-buf: "clkbuf_16"
  clk_pin_slew_ns: 0.08
  cts_hold_buf: 0
  cts_buffers: 9
run:
  cap_violations: 0
  log.warning_count: 27
placed_design:
  hpwl_mm: 26.6
  numPortBuffers: 99
  place_area_sq_um: 14800
  dpl_worst_slack_ns: 7.33
  dp.cells: 2124
  place_congestion: 0.895
floorplan:
  die_area_sq_um: 45000
  ios: 100
  core_sq_um: 43400
  die.size.y_um: 212
  die_w_um: 212
  rows: 76
  fp_util_pct: 30.6
final_layout:
  fin_util_pct: 34.8
  area_growth_syn_to_layout_pct: 13.9
  fin_cells: 2140
  final_cell_area_sq_um: 15100
  nFillCells: 4429
  drive_above_1_share_pct: 2.57
hold_path:
  hold_class: "reg2reg"
global_routing:
  grt_max_degree: 62
  grt_pass1_wl_mm: 54.6
  overflow: 0
  grtUsageTotal_pct: 16.3
  antenna_found_initial: 0
  grt_pass1_vias: 10100
-- metal layers --
metal | up-vias | global-route usage [%]
li1 | 4637 | -
met1 | 4770 | 22.6
met2 | 260 | 26.4
met3 | 40 | 4.46
met4 | 0 | 2.90
met5 | - | 0
-- critical path, delay by kind of cell --
kind | cells | cell delay (ns)
compound gates | 3 | 0.95
fa+ha+maj | 7 | 3.43
buf+inv | 5 | 1.08
simple gates | 4 | 1.15
-- layout make-up --
class,count,area [sq um],area share [%]
inverter,335,1260,8.33
tap,585,732,4.85
timing repair buffer,109,1060,7.03
sequential,98,1960,13.0
clock buffer,9,225,1.49
clock inverter,7,71.3,0.472
multi-input combinational,997,9790,64.8
-- cell families after synthesis --
kind of cell               after synthesis
AOI/OAI and AO/OA                      114
xor gates and xnor gates                17
adders and majority gates              330
buffers and inverters                  399
DFF                                     98
muxes                                   85
and+or+nand+nor                        451
-- flip-flops by register name, indices dropped and copies added (netlist names) --
name     flops
B_out       16
out_mem     33
C_out       33
A_out       16
-- worst min path at each step --
| stage | slack, ns | end | startpoint | cells after the start |
|---|---|---|---|---|
| finish | 0.50 | out_mem[28]$_SDFFE_PP0P_ | out_mem[28]$_SDFFE_PP0P_ | 2 |
| CTS | 0.50 | B_out[0]$_SDFFE_PP0P_ | B_out[0]$_SDFFE_PP0P_ | 2 |
| global route | 0.52 | B_out[12]$_SDFFE_PP0P_ | B_out[12]$_SDFFE_PP0P_ | 2 |
-- cells in the final DEF (no fill, tap or decap), types with 9 or more instances in the layout --
cell	count
nor2_1	107
o21a_1	9
a21oi_1	33
inv_1	335
clkbuf_16	9
dfxtp_1	98
mux2i_1	84
xnor2_1	11
o21ai_1	11
nand2_1	172
ha_1	104
o21ai_0	10
and2_1	127
fa_1	226
clkdlybuf4s50_1	97
buf_4	12
